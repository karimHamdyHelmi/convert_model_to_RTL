### design/flow/config.mk
export PLATFORM = sky130hd
export DESIGN_NAME = mac
export DESIGN_NICKNAME = mac
export VERILOG_FILES = /design/flow/design.v
export SDC_FILE = /design/flow/constraint.sdc
export NUM_CORES = 4
export LEC_CHECK = 1
export CORE_UTILIZATION = 40
### design/flow/constraint.sdc
current_design mac

set clk_period 7.2
set clk_io_pct 0.2

create_clock -name clk0 -period $clk_period [get_ports {clk}]

set non_clock_inputs [all_inputs -no_clocks]
set_input_delay [expr $clk_period * $clk_io_pct] -clock clk0 $non_clock_inputs
set_output_delay [expr $clk_period * $clk_io_pct] -clock clk0 [all_outputs]
### design/flow/design.v
`timescale 1ns/1ps
module mac #(
   parameter int A_WIDTH   = 8,
   parameter int B_WIDTH   = 8,
   parameter int ACC_WIDTH = 32
)(
   input  logic                         clk,      
   input  logic                         rst_n,    
   input  logic                         enable,   
   input  logic                         clear,    
   input  logic signed [A_WIDTH-1:0]    a,        
   input  logic signed [B_WIDTH-1:0]    b,        
   output logic signed [ACC_WIDTH-1:0]  acc       
);
   logic signed [A_WIDTH+B_WIDTH-1:0] mult_reg;
   always_ff @(posedge clk) begin
      if (!rst_n)
         mult_reg <= '0;                
      else if (enable)
         mult_reg <= a * b;             
   end
   always_ff @(posedge clk) begin
      if (!rst_n)
         acc <= '0;                     
      else if (clear)
         acc <= '0;                     
      else if (enable)
         acc <= acc + mult_reg;         
   end
endmodule
### design/flow/run.sh
#!/bin/bash
# OpenROAD 26Q1-2900-gdf79404cd8, Yosys 0.63+post, stock flow scripts
make -C /OpenROAD-flow-scripts/flow DESIGN_CONFIG=/design/flow/config.mk WORK_HOME=/design/flow/orfs finish
==> results.ini <==
[die]
fp.dieW_um = 121
rows = 43
die_height_um = 121
die-area_sq_um = 14600
fp_util_pct = 40.9
io_pins = 52
core-area_sq_um = 13800

[outcome]
outcome = finished clean

[worst_hold_path]
min_path_type = reg -> reg
holdPathStages = 2

[placed_design]
dp_hpwl_mm = 9.01
dpl_cell_area_sq_um = 6360
gp_congestion = 0.905
numPortBuffers = 51

[timing]
whs_ns = 0.485
tns_ns = 0
rsz0062_at_grt = false
slew_headroom_pct = 47.0
fmax_ghz = 0.165
slew_viol_final = 0
finClkSkew_ns = 0.00447
final-setup-viol-count = 0
hold_violations = 0
fin_crit_ns = 6.05
finalClockPeriodUsage_pct = 84.0
worstMarginPinSlew_ns = 0.794

[clock_network]
post_cts_buffers = 0
cts_buffer_depth = 2
clock.latency.late_pin_ns = 0.29
clock-sinks = 48
post_cts_resized = 0
tritoncts = yes
ctsHoldBuffers = 0
cts_root_buf = clkbuf_16
cts.htree.levels = 2
path_clk_slew_ns = 0.07
cts_buffers = 5

[synth]
syn_avg_cell_area_sq_um = 8.54
ys_warn_count = 1
yosys_area_sq_um = 5660
post-synth-top-area-cell = fa_1
yosys.stat.seqShare_pct = 17.0
top_area_share_pct = 19.8
async_flop_share_pct = 0
top_cells_by_area = fa_1 (20%), dfxtp_1 (17%), ha_1 (13%), inv_1 (6.2%), mux2i_1 (4.6%)
edf_count = 0
ff_type = dfxtp_1
ys_cells = 662
ys_types = 55
syn_area_sq_um = 5660
synth_cells = 662
synth_flops = 48

[grt]
grt_pass1_vias = 4165
antenna_found_initial = 0
grt_start_max_net_pins = 47
grt_usage_pct = 16.7
grt_pass1_wl_mm = 19.4
overflow = 0

[critical_path]
r2r-start = mult_reg[15]$_SDFFE_PN0P_
start_kind = input port
cp-endpoint = mult_reg[15]$_SDFFE_PN0P_
crit_start = a[3]
r2r_slack_ns = 3.93
arrival_ns = 6.24
rr_endpoint = acc[30]$_SDFFE_PP0P_
endpoint_kind = flip-flop
crit_fanout = 8
worstSetupPathType = in -> reg
crit_required_ns = 7.39
r2r_cells = 10

[drt]
drtAntennaViolNets = 0
firstDrtPassIters = 5
drc = 0
wl_per_cell_um = 12.5
drt-total-wl_mm = 11.1
antennaDiodeCount = 0
vias = 4527
drtIter0Drc = 273
via_per_inst = 5.08

[finish]
final_area_sq_um = 6530
largest_register_ffs = 32
regArea_sq_um = 961
areaGrowthSynthToFinish_pct = 15.4
drive_gt1_share_pct = 2.95
num-fill-cells = 1286
comb_area_sq_um = 4290
final_core_util_pct = 47.2

[flow_run]
maxCapViolations = 0
tool_warnings = 25

[pwr]
p_leak_uw = 0.00307
power_uw = 1530
powerDensity_nw_per_um2 = 234
peakVddDrop_v = 0.000115

-- final cells by class --
cell class,count,share of cell area (%)
clock inverter,3,0.652
clock buffer,5,1.92
sequential,48,14.7
tap,180,3.45
multi-input combinational,506,65.7
timing repair buffer,54,8.09
inverter,95,5.46
-- routing by layer --
layer / global-route usage [%] / vias to the layer above / part of all wire, %
li1: - / 2299 / -
met1: 28.1 / 2125 / 51
met2: 24.4 / 95 / 44
met3: 2.35 / 8 / 4.2
met4: 1.00 / 0 / 0.74
met5: 0 / - / 0
-- placed cells by master (no fill, tap or decap), drive strengths merged, types with 9 or more instances in the layout --
cell / instances
inv: 95
ha: 60
fa: 56
nor2: 54
clkdlybuf4s50: 50
dfxtp: 48
nand2: 46
and2: 39
a21oi: 33
o21ai: 32
xnor2: 27
mux2i: 26
nor2b: 15
a21o: 13
nand3: 11
nor3: 10
nand2b: 9
xor2: 9
-- through the flow --
step / instances / setup WS, ns
after floorplan: 662 / 1.66
after global placement: 883 / 0.889
after detailed placement: 883 / 0.825
after CTS: 891 / 1.13
after global routing: 891 / 0.927
final: 891 / 1.15
-- cell usage after synthesis, types with 4 or more instances --
cell type,n
inv_1,94
ha_1,60
fa_1,56
nor2_1,53
dfxtp_1,48
nand2_1,46
and2_1,39
a21oi_1,32
o21ai_0,29
xnor2_1,27
mux2i_1,26
nor2b_1,15
a21o_1,13
nand3_1,11
nor3_1,10
nand2b_1,9
xor2_1,9
clkbuf_1,8
o21a_1,7
a211oi_1,6
buf_1,5
a31oi_1,4
o21bai_1,4
-- critical path, stage by stage --
cell             delay (ns)
clkdlybuf4s50_1        0.54
and2_1                 0.24
fa_1                   0.53
inv_1                  0.05
fa_1                   0.47
inv_1                  0.06
fa_1                   0.53
inv_1                  0.05
fa_1                   0.52
inv_1                  0.04
ha_1                   0.32
inv_1                  0.06
o21ai_0                0.07
a21oi_1                0.23
o21ai_0                0.15
a41o_1                 0.28
o41ai_1                0.32
mux2i_1                0.12
a31o_2                 0.22
-- worst min path at each step --
stage	to	start
CTS	mult_reg[0]$_SDFFE_PN0P_	mult_reg[0]$_SDFFE_PN0P_
global route	mult_reg[0]$_SDFFE_PN0P_	mult_reg[0]$_SDFFE_PN0P_
finish	mult_reg[0]$_SDFFE_PN0P_	mult_reg[0]$_SDFFE_PN0P_
-- cells by family (layout without fill, tap and decap cells) --
family                   after synthesis  count (layout)  share of synthesized area [%]
AND-OR/OR-AND                        129             129                           15.1
XOR/XNOR                              36              36                           5.57
adder cells (fa/ha/maj)              116             116                           33.1
buffers and inverters                108             157                           7.17
flip-flops                            48              48                           17.0
multiplexers                          26              26                           4.60
AND/OR/NAND/NOR                      199             199                           17.5
-- power breakdown --
part	switching, uW	total, uW	internal [uW]
logic	493	924	431
clock network	106	269	163
registers	32.3	333	301
Power is estimated from default activity; no workload was simulated.
